<file path="flow/run.sh">
#!/bin/bash
# OpenROAD 26Q1-2900-gdf79404cd8, Yosys 0.63+post, stock flow scripts
make -C /OpenROAD-flow-scripts/flow DESIGN_CONFIG=/design/flow/config.mk WORK_HOME=/design/flow/orfs finish
</file>
<file path="flow/config.mk">
export PLATFORM = sky130hd
export DESIGN_NAME = Labkit
export DESIGN_NICKNAME = Labkit
export VERILOG_FILES = /design/flow/design.v
export SDC_FILE = /design/flow/constraint.sdc
export NUM_CORES = 4
export LEC_CHECK = 1
export CORE_UTILIZATION = 30
</file>
<file path="flow/constraint.sdc">
current_design Labkit

set clk_period 7.8
set clk_io_pct 0.2

create_clock -name clk0 -period $clk_period [get_ports {clk}]

set non_clock_inputs [all_inputs -no_clocks]
set_input_delay [expr $clk_period * $clk_io_pct] -clock clk0 $non_clock_inputs
set_output_delay [expr $clk_period * $clk_io_pct] -clock clk0 [all_outputs]
</file>
<file path="flow/design.v">
`timescale 1ns / 1ps
module FSM(
    input Reset_Sync,
    input WR,
    input expired,
    input Sensor_Sync,
    input Prog_Sync,
    input clk,
    output reg [6:0] LEDs,
    output reg WR_Reset,
    output reg [1:0] time_selector,
    output reg start_timer
    );
	 localparam tBASE_id    = 2'b00,
                tEXT_id     = 2'b01,
                tYEL_id     = 2'b10,
                tBASEx2_id  = 2'b11; 
	 reg deviate_flow;
	 reg extended;
	 localparam MS_G = 7'b0011000,  
                MS_Y = 7'b0101000,  
                SS_G = 7'b1000010,  
                SS_Y = 7'b1000100,  
                W_G = 7'b1001001;   
	 always@(posedge clk) 
		begin
		start_timer = 0;
		if (Prog_Sync | Reset_Sync) begin
			LEDs = MS_G;
			time_selector = tBASEx2_id;
			WR_Reset = 0;
			start_timer = 1;
			extended = 1;
			end
		if (expired) 
			begin
				case (LEDs)
					MS_G: begin
							if (deviate_flow) begin
								if (Sensor_Sync & extended)begin
									LEDs = MS_G;
									time_selector = tEXT_id;
									start_timer = 1;
									extended = 0;
 								end
								else begin
									LEDs = MS_G;
									time_selector = tBASE_id;
									start_timer = 1;
								end
								deviate_flow = 0;
							end else begin	
								LEDs = MS_Y;
								time_selector = tYEL_id;
								start_timer = 1;
							end
						  end
					MS_Y: begin
							if (WR) begin
								LEDs = W_G;
								time_selector = tEXT_id;
								start_timer = 1;
								WR_Reset = 1;
							end
							else begin
								LEDs = SS_G;
								time_selector = tBASE_id;
								start_timer = 1;
							end
							extended = 1;
						  end
					SS_G: begin
							if (Sensor_Sync & extended) begin
								LEDs = SS_G;
								time_selector = tEXT_id;
								start_timer = 1;
								extended = 0;
							end
							else begin
								LEDs = SS_Y;
								time_selector = tYEL_id;
								start_timer = 1;
								extended = 1;
							end
						  end
					SS_Y: begin
							LEDs = MS_G;
							time_selector = tBASE_id;
							start_timer = 1;
							deviate_flow = 1;
							extended = 1;
						  end
					W_G: begin
							LEDs = SS_G;
							time_selector = tYEL_id;
							start_timer = 1;
							WR_Reset = 0;
						 end
					default : 
							begin
							LEDs = MS_G;
							time_selector = tBASE_id;
							deviate_flow = 1;
							start_timer = 1;
							end
				endcase
		end
		end
endmodule
`timescale 1ns / 1ps
module Labkit(
    input Reset,
    input Sensor,
    input Walk_Request,
    input Reprogram,
    input [1:0] Time_Parameter_Selector,
    input [3:0] Time_Value,
    input clk,
    output [6:0] LEDs
    );
	 wire [1:0] time_selector;
	 wire [1:0] Selector;
	 wire [3:0] value;
	 wire Reset_Sync,clk_div,Sensor_Sync,WR,WR_Reset,start_timer,expired,Prog_Sync,
			WR_Sync;
	Divider divider (
		.rst(Reset_Sync),
		.clk(clk), 
		.clk_div(clk_div)
	);
    Timer timer (
        .value(value), 
        .clk_div(clk_div), 
        .start_timer(start_timer),
        .clk(clk),
        .expired(expired),
        .reset_sync(Reset_Sync)
    );
    TimeParameters timeParameter (
            .time_parameter_selector(Time_Parameter_Selector), 
            .time_value(Time_Value), 
            .prog_sync(Prog_Sync), 
            .time_selector(time_selector), 
            .clk(clk), 
            .value(value),
            .Reset_Sync(Reset_Sync)
        );
	Synchronizer synchronizer (
		.Reset(Reset), 
		.Sensor(Sensor), 
		.Walk_Request(Walk_Request), 
		.Reprogram(Reprogram), 
		.clk(clk), 
		.Prog_Sync(Prog_Sync), 
		.WR_Sync(WR_Sync), 
		.Sensor_Sync(Sensor_Sync), 
		.Reset_Sync(Reset_Sync)
	);
	WalkRegister walkRegister (
		.WR_Sync(WR_Sync), 
		.WR_Reset(WR_Reset),  
		.WR(WR)
	);
	FSM fsm (
		.Sensor_Sync(Sensor_Sync), 
		.WR(WR), 
		.WR_Reset(WR_Reset), 
		.LEDs(LEDs), 
		.time_selector(time_selector), 
		.start_timer(start_timer), 
		.expired(expired), 
		.Prog_Sync(Prog_Sync), 
		.clk(clk),
		.Reset_Sync(Reset_Sync)
	);
endmodule
`timescale 1ns / 1ps
module Synchronizer(
    input Reset,
    input Sensor,
    input Walk_Request,
    input Reprogram,
	input clk,
    output reg Prog_Sync,
    output reg WR_Sync,
    output reg Sensor_Sync,
    output reg Reset_Sync
    );
	always@(posedge clk) begin
	if(Reset) Reset_Sync = 1;
	else Reset_Sync = 0;
	if(Sensor) Sensor_Sync = 1;
	else Sensor_Sync = 0;
	if(Walk_Request) WR_Sync = 1;
	else WR_Sync = 0;
	if(Reprogram) Prog_Sync = 1;
	else Prog_Sync = 0;
	end
endmodule
`timescale 1ns / 1ps
module TimeParameters(
    input [1:0] time_parameter_selector,
    input [3:0] time_value,
    input prog_sync,
    input [1:0] time_selector,
    input Reset_Sync,
    input clk,
    output reg [3:0] value
    );
	 reg[3:0] t_base = 4'b0110,  
              t_ext = 4'b0011,  
              t_yel = 4'b0010;  
	always@(posedge clk) begin
	case (time_selector)
		2'b00: value = t_base;
		2'b01: value = t_ext;
		2'b10: value = t_yel;
		2'b11: value = 2*t_base;
	endcase
	if (prog_sync) begin
		case (time_parameter_selector) 
			2'b00: t_base = time_value;
			2'b01: t_ext = time_value;
			2'b10: t_yel = time_value;
			2'b11: begin  
                    t_base = 4'b0110;
                    t_ext = 4'b0011;
                    t_yel = 4'b0010;
                   end
		endcase
	end
	if (Reset_Sync) begin
        t_base = 4'b0110;
        t_ext = 4'b0011;
        t_yel = 4'b0010;
	end
	end
endmodule
`timescale 1ns / 1ps
module Timer(
    input [3:0] value,
    input clk_div,
    input start_timer,
    input clk,
    input reset_sync,
    output reg expired
    );
	 reg [3:0] time_left;
	 reg clk_offset =1;
	 reg reduced = 0;
	always@(posedge clk) begin
		if (!clk_offset) begin
			clk_offset = 1;
			time_left = value-1;
		end
		if (reset_sync)begin
			clk_offset = 0;
		end			
		if (start_timer) begin
			clk_offset =0;
		end
		expired = 0;
		if (clk_div) begin
		    if(!reduced) begin
                if (!time_left) begin
                    expired = 1;
                end else begin
                    time_left = time_left - 1;
                    reduced = 1;
                end
            end
        end else begin
            reduced=0;
        end
	end
endmodule
`timescale 1ns / 1ps
module WalkRegister(
    input WR_Sync,
    input WR_Reset,
    output reg WR
    );
	 always@(posedge WR_Sync ,posedge WR_Reset) begin
		if (WR_Sync) begin
		      WR = 1;
		end
		else begin
		      if (WR_Reset) begin
		             WR = 0;
		      end
		end
	 end
endmodule
`timescale 1ns / 1ps
module Divider(
    input clk,
	input rst,
    output reg clk_div
    );
	 localparam [26:0] clk_1s_constant = 27'd100_000_000;
	 reg [26:0]counter = clk_1s_constant;
	 always@(posedge clk)
		begin
			if (rst) counter = clk_1s_constant;
			else begin
				counter = counter - 1;
				clk_div = (counter == 0);
				if (!counter) counter = clk_1s_constant;
			end
		end
endmodule
</file>
==> run summary <==
Entry: Yosys synthesis followed by OpenROAD place and route.

Status:
- The run finished with clean final reports.

Clock tree:
- TritonCTS built the clock tree.
- The run gives the number of buffers added by the clock tree synthesis step as 9.
- The run gives the post-CTS setup buffer count as 0.
- Counting along the longest clock path gives a buffer depth of 2.
- CTS built an H-tree with a depth of 3.
- The run gives the count of hold buffers inserted by post-cts repair as 0.
- The run gives the cell resize tally after clock tree synthesis as 0.
- The run gives the root buffer cell as clkbuf_8.
- The run gives the latest clock arrival within the worst-skew pair as ~0.34 ns.
- The registers of the reported paths see a clock transition of 0.07 ns.

Die:
- Before placement the cells fill 30.8% of the core.
- 18 I/O pins were placed.
- The run puts the total die area at roughly 11000 um2.
- The run puts the number of standard-cell rows in the floorplan at 38.
- The vertical die dimension reported for this design is 107 um.
- Per the OpenROAD floorplan log, the area of the core is between 10000 and 15000 um2.
- From left edge to right edge, the die measures 107 um.

Yosys:
- Yosys printed 6 warnings.
- Counting flops with a built-in enable in the synthesized netlist gives 2.
- The cell type that accounts for the most area after synthesis is dfxtp_1.
- Yosys reported a register bit count of 70.
- The run puts the synthesized area per cell at 9.12 um2.
- The area recorded from the Yosys report for this design is 3320 um2.
- The run puts the share of synthesized registers carrying an async set or reset at under 10%.
- The run gives the post-synthesis instance area as between 3000 and 4000 um2.
- dfxtp_1 is the most common cell in the netlist.
- The run gives the number of cells in Yosys stat as 364.
- Of the post-synthesis cell area, the dominant cell type holds 40.4%.
- The run gives the cell count after synthesis as between 300 and 400.
- Sorting the synthesized cells by area gives the leading types as dfxtp_1 40%, nor2_1 5.2%, xnor2_1 4.2%.
- By count the netlist is led by 67 x dfxtp_1, 46 x nor2_1, 25 x nand2_1, 16 x nor3_1, 16 x xnor2_1.
- The run puts the number of distinct library cells after synthesis at between 60 and 70.
- Summing the sequential cell areas from Yosys gives 43.0% of the chip area.
- The most used flip-flop cell after synthesis is dfxtp_1.

Routing:
- The run gives the post-detailed-route wirelength per cell as 12.4 um.
- The run puts the final wirelength at roughly 6500 um.
- The run gives the total via count in the routed design as 2593.
- The run gives the number of antenna repair diodes as 0.
- The run puts the routed via count divided by cell count at 4.92.
- The first detailed-routing pass ran for 4 iterations.
- The run gives the number of DRC markers in iteration 0 as 138.
- The run puts the count of nets left with antenna violations after detail routing at 0.
- In the routed design, unresolved DRC markers number 0.

Min path:
- In the hold report, the worst path ends at timer.clk_offset$_SDFF_PP0_.
- STA reports the tightest min-delay check as being of type reg -> reg.
- In this run the most critical hold path is launched from fsm.start_timer$_SDFF_PP1_.
- Along the worst hold path, the cell count comes to 1.

Final timing:
- The run puts the post-route setup TNS at 0 ns.
- The run puts the final tally of setup violations at 0.
- For the final database, setup skew stands at roughly 0.011 ns.
- The worst path in the final design needs a cycle of 3.14 ns, including I/O delays and setup.
- The run gives the actual transition at the worst max-transition pin as 0.756 ns.
- The run puts the relative slew slack at 49.2%.
- In this build the clock could be raised as far as between 0.3 and 0.4 GHz.
- The run puts the period utilization at 40.2%.
- Setup repair after global routing left no endpoint under its margin.
- The run gives the number of hold violations in the final report as 0.
- The run puts the total count of max-transition violations in the final report at 0.
- The run puts the count of unclocked register or latch pins at 1.

Final layout:
- The run puts the count of fill cells added during filler insertion at roughly 1100.
- In the final layout, the share of cells above drive strength 1 is between 10% and 20%.
- The run puts the area growth from synthesis to layout at 14.5%.
- The run puts the area of combinational cells with multiple inputs at 1770 um2.
- Once layout is complete, the utilization of the core stands at 35.2%.
- Registers take 1430 um2.

Global routing:
- The run gives the total overflow reported by the global router as 0.
- The via count of the first global-routing pass is 2421.
- The run puts the wire length of the first global-routing pass at around 11000 um.
- Total global-route track usage over all layers is 12.4%.
- The run puts the initial antenna violation count at 0.
- The run puts the largest net degree at the start of global routing at 34.

Place:
- The run gives the detailed placer's ending HPWL as 4720 um.
- The placement summary gives the final routability congestion estimate as 0.913.
- The buffer_ports step reported a buffer count of 17.

Critical path:
- The run gives the startpoint of the lowest-slack register-to-register path as divider.counter[0]$_SDFF_PP0_.
- The worst-case reg-to-reg setup slack stands at 4.66 ns.
- The run gives the endpoint kind of the worst setup timing path as a flip-flop.
- The setup path with the least slack is of type reg -> reg.
- The run puts the data arrival time of the critical path at 3.37 ns.
- The run gives the type of origin of the critical path as a flip-flop.
- The run gives the worst setup path startpoint as divider.counter[0]$_SDFF_PP0_.
- Logic depth along the worst register-to-register path is recorded as 8.
- The run puts the maximum fanout along the worst path at 15.
- The run gives the reg-to-reg critical path endpoint as divider.counter[0]$_SDFF_PP0_.
- The run gives the endpoint required time on the critical path as approximately 8.0 ns.

Pwr:
- Per the OpenROAD power report, leakage power amounts to about 1.4 nW.
- In this run the power density over the cells is 207 nW/um2.
- The run gives the peak supply drop as just over 0.09 mV.

Job:
- Per the run summary, max-cap violations total 0.
- The logs give a warning total of 30.
## metal layers
layer  global-route usage [%]  wire length, um  share of wire [%]
met1                     18.0             3200                 49
met2                     20.0             3040                 46
met3                     2.29              244                3.7
met4                     1.86               69                1.1
met5                        0                0                  0
## cells in the final DEF, fill, tap and decap left out, types with 3 or more instances in the layout
| cell | instances |
|---|---|
| nand3_2 | 4 |
| or2_2 | 4 |
| nor2_1 | 46 |
| xnor2_1 | 16 |
| nor4_2 | 3 |
| nor3b_1 | 3 |
| nand2_2 | 5 |
| nand4_1 | 6 |
| a31oi_1 | 3 |
| a22o_1 | 6 |
| a21oi_1 | 9 |
| mux2i_1 | 12 |
| or4_1 | 3 |
| and3_1 | 4 |
| nor2b_1 | 8 |
| clkbuf_8 | 10 |
| nand2b_1 | 3 |
| clkdlybuf4s50_1 | 17 |
| o21ai_0 | 14 |
| dfxtp_1 | 67 |
| inv_1 | 13 |
| nor4_1 | 13 |
| o22ai_1 | 3 |
| nand2_1 | 25 |
| nand3_1 | 6 |
| xor2_1 | 7 |
| ha_1 | 9 |
| nor3_1 | 16 |
| or4b_1 | 3 |
| o21a_1 | 3 |
## sequential cells by signal, indices dropped and copies added (netlist names), 3 cells and up
register              flops
timeParameter.t_base      4
timer.time_left           4
fsm.LEDs                  7
timeParameter.value       4
timeParameter.t_yel       4
fsm.time_selector         3
divider.counter          27
timeParameter.t_ext       4
## final cells by class
type | count | area share (%)
Clock inverter | 4 | 1.25
Clock buffer | 12 | 3.82
Sequential cell | 70 | 37.6
Tap cell | 140 | 4.61
Timing Repair Buffer | 19 | 4.87
Multi-Input combinational cell | 268 | 46.5
Inverter | 14 | 1.38
## power by group
| part | internal [W] | switching, W | total, W | leakage, nW |
|---|---|---|---|---|
| logic | 0.0000466 | 0.0000563 | 0.000103 | 0.707 |
| clock network | 0.000156 | 0.000131 | 0.000287 | 0.0964 |
| registers | 0.000374 | 0.0000231 | 0.000398 | 0.579 |
| total | 0.000577 | 0.000211 | 0.000787 | 1.38 |
## how the worst max path moves through the flow
stage / end / slack (ns) / cells past startpoint
CTS: divider.counter[0]$_SDFF_PP0_ / 4.67 / 8
global route: divider.counter[0]$_SDFF_PP0_ / 4.38 / 8
finish: divider.counter[0]$_SDFF_PP0_ / 4.66 / 8
## through the flow
stage	setup slack, ns	hold slack (ns)	std cells	power [W]	cell area, um2
finish	4.66	0.377	527	0.000787	3800
global route	4.38	0.389	527	0.000824	3800
CTS	4.67	0.380	527	0.000797	3800
detailed placement	4.55	0.371	511	0.000509	3610
global placement	4.60	0.375	511	0.000508	3610
floorplan	5.22	0.363	364	0.000482	3320
## logic make-up after synthesis
| group | Yosys count | share of synthesized area [%] |
|---|---|---|
| buffers and inverters | 26 | 3.77 |
| muxes | 13 | 3.96 |
| DFF | 70 | 43.0 |
| xor gates and xnor gates | 23 | 6.07 |
| adders and majority gates | 9 | 3.39 |
| AOI/OAI and AO/OA | 54 | 11.0 |
| other | 1 | 0.113 |
| and+or+nand+nor | 168 | 28.7 |
## critical path, cell delays in order, from the launching register on
cell and delay [ns]:
dfxtp_1 0.35, inv_1 0.08, ha_1 0.17, nor3b_2 0.41, nand3_1 0.35, o31a_4 0.44
nor4_1 0.32, nand4_2 0.51, and3_1 0.40
Power is estimated from default activity; no workload was simulated.
